$ cat design/flow/design.v
module ADC_Controller(
    input  dout, adc_sck,
    output adc_cs_n, din,
    output [11:0] left_value, center_value, right_value
);
reg[11:0] dout_chx, dout_ch1 = 0, dout_ch4 = 0, dout_ch3 = 0;
reg[4:0] data_counter = 0;
reg[3:0] din_counter = 0, sp_counter = 0;
reg[2:0] channel_select = 0, channel = 0;
reg[2:0] mem1 [0:2];
reg adc_cs = 1, din_temp = 0, init = 1;
always @(negedge adc_sck) begin
    if(init == 1) begin
        init = 0; mem1[0] = 1; mem1[1] = 4; mem1[2] = 3;
    end
    if (din_counter == 0) adc_cs = ~adc_cs;
    if (channel_select > 2) channel_select = 0;
    else if((din_counter >= 2) && (din_counter <= 4)) channel = mem1[channel_select];
    else if(din_counter == 15) begin
            adc_cs = ~adc_cs;
            channel_select = channel_select + 1'b1;
    end
    case(din_counter)
        2: din_temp = channel[2];
        3: din_temp = channel[1];
        4: din_temp = channel[0];
        default: din_temp = 0;
    endcase
    din_counter = din_counter + 1'b1;
end
always @(posedge adc_sck) begin
    if(sp_counter >= 4 && sp_counter <= 15) begin
        dout_chx = {dout_chx[10:0], dout};
    end
    sp_counter = sp_counter + 1'b1;
end
always @(negedge adc_sck) begin
    if(data_counter == 16) begin
        data_counter = 0;
        case(channel)
            1: dout_ch1 = dout_chx;
            4: dout_ch4 = dout_chx;
            3: dout_ch3 = dout_chx;
        endcase
    end
    data_counter = data_counter + 1'b1;
end
assign adc_cs_n = adc_cs;
assign din = din_temp;
assign left_value = dout_ch4;
assign center_value = dout_ch3;
assign right_value = dout_ch1;
endmodule
$ cat design/flow/run.sh
#!/bin/bash
# OpenROAD 26Q1-2900-gdf79404cd8, Yosys 0.63+post, stock flow scripts
make -C /OpenROAD-flow-scripts/flow DESIGN_CONFIG=/design/flow/config.mk WORK_HOME=/design/flow/orfs finish
$ cat design/flow/config.mk
export PLATFORM = sky130hd
export DESIGN_NAME = ADC_Controller
export DESIGN_NICKNAME = ADC_Controller
export VERILOG_FILES = /design/flow/design.v
export SDC_FILE = /design/flow/constraint.sdc
export NUM_CORES = 4
export LEC_CHECK = 1
export CORE_UTILIZATION = 30
$ cat design/flow/constraint.sdc
current_design ADC_Controller

set clk_period 3.9
set clk_io_pct 0.2

create_clock -name clk0 -period $clk_period [get_ports {adc_sck}]

set non_clock_inputs [all_inputs -no_clocks]
set_input_delay [expr $clk_period * $clk_io_pct] -clock clk0 $non_clock_inputs
set_output_delay [expr $clk_period * $clk_io_pct] -clock clk0 [all_outputs]
==> flow_summary.json <==
{
  "chip_height_um": 97.2,
  "chip_area_um2": 9450,
  "crit_cells": 1,
  "maxCapViolCount": 0,
  "syn-cell-area_um2": 2720,
  "clk_transition_reported_paths_ns": 0.08,
  "critical_path.slowest_cell": "clkdlybuf4s50_1",
  "yosys_area_um2": 2720,
  "pins_over_slew_limit": 0,
  "grt_use_total_pct": 9.47,
  "lay_top_cells": "74 x inv_1, 48 x edfxtp_1, 30 x dfxtp_1",
  "r2r_worst_path_depth": 0,
  "wl_per_cell_um": 10.6,
  "grt_max_degree": 14,
  "hold_depth": 1,
  "yosysWarnings": 2,
  "hold_path.startpoint": "sp_counter[0]$_DFF_P_",
  "irDropWorstVdd_mv": 0.168,
  "power.leakage_uw": 0.00171,
  "crit_fanout": 1,
  "first_pass_drt_iterations": 4,
  "layout_top_cell_excl_fill_tap": "inv_1",
  "drc_markers": 0,
  "cp_data_arrival_time_ns": 3.08,
  "grt_setup_unrepaired": "false",
  "worstPathRequired_ns": 3.12,
  "ff_latch_area_um2": 2060,
  "post-cts-setup-buffer-count": 0,
  "detailedPlace.worstSlack_ns": 0.365,
  "cellPowerDensity_nw_per_um2": 447,
  "holdWs_ns": 0.411,
  "grt_pass1_vias": 1570,
  "tritoncts": "yes",
  "timing.final.ws_setup_ns": 0.0427,
  "diodes_inserted": 0,
  "critPathBufInv": 1,
  "dp.final_hpwl_mm": 2.80,
  "critical_path.startpoint_type": "flop",
  "root_buffer": "clkbuf_8",
  "setup.worst_path.end": "center_value[11]",
  "fillers": 806,
  "die_x_um": 97.2,
  "synth_flop_count": 79,
  "type_of_destination_of_the_critical_path": "primary output",
  "ys_types": 44,
  "clock-skew-final_ns": 0.0498,
  "cp_cell_sequence": "clkdlybuf4s50_1",
  "dr_total_vias": 1596,
  "placement_rows": 34,
  "timing.reg2reg.setup_slack_ns": 1.25,
  "core_region_area_um2": 8760,
  "report.final.setup_viol": 0,
  "post_route_cells_drive_above_1_share_pct": 10.1,
  "synth-async-reset-ratio_pct": 0,
  "port_buffers": 39,
  "synth-edff-count": 48,
  "critical-path-max-stage-delay_ns": 0.45,
  "openroad_warning_count": 93,
  "post_synth_inst_count": 170,
  "clk_latency_ns": 0.40,
  "fp_util_pct": 31.0,
  "rr_startpoint": "dout_chx[4]$_DFFE_PP_",
  "route.antenna.remaining_nets": 0,
  "hold_class": "flop to flop",
  "longest_clk_path_bufs": 2,
  "gr-total-overflow": 0,
  "number_of_buffers_added_by_the_clock_tree_synthesis_step": 9,
  "gp_routability_congestion": 0.780,
  "holdBufCountCts": 0,
  "cts_num_sinks": 79,
  "area_delta_synth_final_pct": 35.7,
  "top_level_ports": 40,
  "route.final.wire_length_mm": 4.17,
  "sequential_area_share_after_synthesis_pct": 75.8,
  "worstSetupPathType": "flop to primary output",
  "mi_logic_area_um2": 611,
  "avgViaCountPerCell": 4.04,
  "htreeDepth": 3,
  "detailed_router_s_first_iteration_violation_count": 31,
  "grt_pass1_wl_mm": 7.00,
  "critPathTopFamily": "buffers and inverters",
  "hold_violations": 0,
  "status": "finished clean",
  "average_cell_area_after_synthesis_um2": 16.0,
  "yosysCellCount": 170,
  "initial_antenna_violation_count": 0,
  "tns_ns": 0,
  "flop_cell": "edfxtp_1",
  "critical_path.reg2reg.endpoint": "dout_ch3[4]$_DFFE_NP_",
  "critical_path.startpoint": "dout_ch3[11]$_DFFE_NP_"
}
-- power breakdown --
| group | internal [µW] | switching (µW) | leakage (µW) | total (µW) |
|---|---|---|---|---|
| clock | 320 | 440 | 0.000420 | 760 |
| sequential | 882 | 2.34 | 0.000682 | 884 |
| combinational | 2.97 | 1.25 | 0.000608 | 4.22 |
| total | 1200 | 443 | 0.00171 | 1650 |
-- metal layers --
| metal | up-vias | GRT usage, % | part of all wire (%) |
|---|---|---|---|
| li1 | 833 | - | - |
| met1 | 692 | 13.1 | 46 |
| met3 | 7 | 4.25 | 8.6 |
| met5 | - | 0 | 0 |
| met4 | 0 | 2.76 | 1.4 |
| met2 | 64 | 14.0 | 44 |
-- state kept, by name, summed over array words and instances, names as in the netlist --
signal and count:
mem1 9, dout_chx 12, dout_ch1 12, channel_select 3, din_counter 4, init 1, channel 3, dout_ch3 12
data_counter 5, adc_cs 1, sp_counter 4, dout_ch4 12, din_temp 1
-- per-stage QoR --
step	total power (µW)	util [%]	std cells	area [µm²]
after global placement	1000	37.3	317	3270
after global routing	1770	42.1	395	3690
after detailed placement	1000	37.3	317	3270
after CTS	1680	41.6	395	3640
final	1650	42.1	395	3690
after floorplan	998	-	170	2720
-- worst min path at each step --
stage | slack [ns] | endpoint
after CTS | 0.41 | sp_counter[0]$_DFF_P_
after global routing | 0.43 | data_counter[0]$_DFF_N_
final | 0.41 | sp_counter[0]$_DFF_P_
-- cells in the mapped netlist, drive strengths merged (3+ instances only) --
cell type / number / area, µm²
xor2: 3 / 26.3
dfxtp: 31 / 621
nor2b: 7 / 51.3
inv: 12 / 45.0
nand3: 4 / 32.5
a21oi: 4 / 31.3
edfxtp: 48 / 1440
xnor2: 5 / 43.8
nand2: 8 / 30.0
or2: 4 / 25.0
ha: 9 / 113
nor2: 4 / 15.0
-- final cells by class --
cell class	instances	area share (%)
clock buffer	11	3.56
clock inverter	68	7.43
inverter	11	1.12
multi-input combinational	76	16.5
sequential	79	55.9
tap	108	3.66
timing repair buffer	42	11.8
-- cells by family after synthesis --
kind of cell | synth area share, %
AND-OR/OR-AND | 4.23
XOR/XNOR | 2.58
adder cells (fa/ha/maj) | 4.14
buffers and inverters | 2.39
flip-flops | 75.8
multiplexers | 0.368
other | 0.138
AND/OR/NAND/NOR | 10.3
-- what timing repair did --
| item | 4_1_cts | 5_1_grt |
|---|---|---|
| pin swaps | 0 | 0 |
| endpoints found under the hold margin | 0 | 0 |
| setup endpoints to repair | 19 | 18 |
| gates cloned | 0 | 0 |
| resized | 20 | 18 |
Power figures rest on the tool's default switching activity, not on a simulated workload.
