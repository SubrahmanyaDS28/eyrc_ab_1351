==> constraint.sdc <==
current_design bot_run

set clk_period 11.3
set clk_io_pct 0.2

create_clock -name clk0 -period $clk_period [get_ports {clk}]

set non_clock_inputs [all_inputs -no_clocks]
set_input_delay [expr $clk_period * $clk_io_pct] -clock clk0 $non_clock_inputs
set_output_delay [expr $clk_period * $clk_io_pct] -clock clk0 [all_outputs]
==> run.sh <==
#!/bin/bash
# OpenROAD 26Q1-2900-gdf79404cd8, Yosys 0.63+post, stock flow scripts
make -C /OpenROAD-flow-scripts/flow DESIGN_CONFIG=/design/flow/config.mk WORK_HOME=/design/flow/orfs finish
==> config.mk <==
export PLATFORM = sky130hd
export DESIGN_NAME = bot_run
export DESIGN_NICKNAME = bot_run
export VERILOG_FILES = /design/flow/design.v
export SDC_FILE = /design/flow/constraint.sdc
export NUM_CORES = 4
export LEC_CHECK = 1
export CORE_UTILIZATION = 50
==> design.v <==
module bot_run(input clk,    input rst,
    input [11:0] left_sensor,
    input [11:0] center_sensor,
    input [11:0] right_sensor,
	 input start,
	 input [21:0]distance,
    output reg M1_A_1A_right,    
    output reg M1_A_1B,   		   
	 output reg M2_A_1A_left,     
    output reg M2_A_1B,   		   
	 output reg led
);
	reg pwm_signal;
	reg [3:0]counter;
	reg [3:0]nodecount;
	wire [4:0]node;
	reg [32:0]timer;
	reg a;
	reg state;
	reg [32:0] delay_counter;
	initial counter =0;
	initial state = 0;
	always@(posedge clk )
	begin
		pwm_signal <= (counter < 5'b1000) ? 1 : 0; 
		counter <= counter+1;
	end
always @(posedge clk) 
begin
	if(start == 1) 
		state = 1;
	case(state)
	0: begin
			M1_A_1A_right <= 0;    
			M1_A_1B <= 0;    
			M2_A_1A_left <=0 ;    
			M2_A_1B <= 0;   
	  	end
	1: begin
			if(left_sensor < 500 && right_sensor < 500 && center_sensor > 500)
			begin
				M1_A_1A_right <= pwm_signal;    
				M1_A_1B <= 0;    
				M2_A_1A_left <= pwm_signal;    
				M2_A_1B <= 0;   
			end
			if(left_sensor > 500 && right_sensor > 500) 
			begin
				if(delay_counter <= 3_125_000) begin
					M1_A_1A_right <= 0;    
					M1_A_1B <= 0;    
					M2_A_1A_left <=0 ;    
					M2_A_1B <= 0;   
					a <= 1;
				end
				else if(delay_counter == 3_125_000) begin
					a <= 0;
					delay_counter = 0;
				end
				delay_counter = delay_counter + 1;
				if(a != 1) 
				begin
					M1_A_1A_right <= pwm_signal;    
					M1_A_1B <= 0;    
					M2_A_1A_left <=0 ;    
					M2_A_1B <= pwm_signal;   
				end
			end
			else if(left_sensor > 500 && right_sensor < 500)
			begin
				M1_A_1A_right <= pwm_signal;    
				M1_A_1B <= 0;    
				M2_A_1A_left <=0 ;    
				M2_A_1B <= pwm_signal;   
			end
			else if(left_sensor < 500 && right_sensor > 500)
			begin
				M1_A_1A_right <=0 ;    
				M1_A_1B <= pwm_signal;    
				M2_A_1A_left <=pwm_signal ;    
				M2_A_1B <= 0;   
			end
			else if(left_sensor < 200 && right_sensor < 200 && center_sensor < 200)
			begin
				M1_A_1A_right <=0 ;    
				M1_A_1B <= pwm_signal;    
				M2_A_1A_left <=0 ;    
				M2_A_1B <= pwm_signal;   
			end
			else 
			begin
				M1_A_1A_right <= pwm_signal;    
				M1_A_1B <= 0;    
				M2_A_1A_left <= pwm_signal;    
				M2_A_1B <= 0;   
			end
		end
	endcase
end
always@(posedge clk)
begin
	if(left_sensor > 500 && right_sensor > 500 && center_sensor > 500 && timer == 0)
	begin
		nodecount <= nodecount + 1;
		led = led + 1;
		timer <= 6_250_000;
	end
	if(timer > 0) 
		timer <= timer - 1;
end
assign node = nodecount;
endmodule
==> results.cfg <==
; synthesis and place-and-route metrics
[drt]
routed_via_density = 5.44
drc = 0
dr.pass1.iters = 4
drt_wl_total_mm = 7.30
antenna_cells = 0
drtIter0Drc = 108
ant_nets = 0
vias = 2823
wire_per_inst_microns = 14.1

[logic_synthesis]
edf_count = 72
yosys-stat-area_sq_um = 4150
synth-async-reset-ratio_pct = 0
syn_area_per_cell_sq_um = 11.5
synth.distinct_cells = 49
synth_seq_share_pct = 55.0
ff_type = edfxtp_1
synthesis.area_sq_um = 4150
synth_flops = 78
yosys_cells = 361
synth_cells = 361
ys_warn_count = 1

[sta]
fin_crit_sh_pct = 38.4
setup_ws_ns = 6.96
worstMarginPinSlew_ns = 0.823
rsz0062_at_grt = false
finalHoldViolations = 0
fin_setup_tns_ns = 0
slew_viol_final = 0
fmax_ghz = 0.231
period_minus_slack_ns = 4.34
fin_skew_ns = 0.0144
setup_violations = 0
slew_headroom_pct = 44.6

[clock_network]
worstSkewPairLatency_ns = 0.35
cts_tree = built
ctsHtreeMaxLevel = 3
cts_resized = 0
cts_hold_buf = 0
cts_root_buf = clkbuf_8
cts.sinks = 78
cts_buffers = 9
post_cts.repair.setup_buffers = 0
clockBufferDepth = 2
clk_pin_slew_worst_paths_ns = 0.08

[place]
dp.cells = 503
pre_cts_ws_ns = 6.62
place_hpwl_mm = 5.15
place_congestion = 0.801
port_buffers = 42

[die]
die_y_microns = 93.1
die_area_sq_um = 8660
num_rows = 32
io_pins = 66
fp_util_pct = 52.6
core_area_sq_um = 7890
die-width_microns = 93.1

[critical_path]
critPathArrivalTime_ns = 4.34
critPathBufInv = 2
cp-start-kind = primary input
worst-path-max-fanout = 33
path_delay_family = buffers and inverters
critical_path_class = in2reg
rrSetupSlack_ns = 8.83
crit_path_max_incr_delay_ns = 0.48
critPathMostFrequentCell = nand2_1
crit_slowest_cell = clkdlybuf4s50_1
crit_path_end_kind = register
cp_cell_sequence = clkdlybuf4s50_1, nand4_1, o41a_1, a21oi_1, nand2_1, nand2_1, buf_4
required_ns = 11.30

[final_layout]
logic_area_sq_um = 1790
utilization_pct = 61.8
top_regs = delay_counter (33), timer (33), counter (4)
drive_above_1_share_pct = 8.87
area_delta_synth_final_pct = 17.5
finalNonFillerCells = 519
seq_area_sq_um = 2280
fillers = 618

[job]
warnings = 50
cap_viol_max_count = 0

[run_status]
outcome = finished, final reports clean

[power]
p_per_area_nw_per_um2 = 157
finalPower_mw = 0.766
peakVddDrop_mv = 0.109
leakagePower_nw = 1.71

[min_path]
min_path_type = reg2reg

[global_route]
grt_max_degree = 34
grt_pass1_wl_mm = 13.0
grt_pass1_vias = 2805
antenna_found_initial = 0
grt.total_usage_pct = 20.1
overflow = 0
-- cell families after synthesis --
kind of cell	Yosys count	share of synthesized area (%)
compound gates	23	4.25
fa+ha+maj	4	1.21
flops	78	55.0
buf+inv	18	1.81
simple gates	176	24.6
mux	1	0.241
xor+xnor	61	12.9
-- cell usage after synthesis (3+ instances only) --
library cell  count  share of area (%)
or4_1             3               0.54
nor3_1           15                1.8
or3_1             3               0.45
xnor2_1          45                9.5
clkbuf_1          3               0.27
nor4_1           15                2.3
nand3_1          22                2.7
and2_1            4               0.60
inv_1            13                1.2
nand2_1          28                2.5
dfxtp_1           6                2.9
xor2_1           16                3.4
nor4b_1           4               0.84
or2_2             4               0.60
nor2_1           36                3.3
o21a_1            3               0.54
o311ai_0          3               0.63
a21oi_1           5               0.60
and4_1            3               0.63
edfxtp_1         72                 52
and3_1           10                1.5
ha_1              4                1.2
nand4_1           9                1.4
-- layout by cell type (no fill, tap or decap), drive strengths merged, types with 4 or more instances in the layout --
cell	instances
edfxtp	72
xnor2	45
clkdlybuf4s50	42
nor2	37
nand2	28
nand3	22
nor4	19
xor2	16
nor3	15
inv	14
and3	10
nand4	10
clkbuf	9
dfxtp	6
a21oi	5
or4	5
and2	4
or2	4
nor4b	4
ha	4
clkinv	4
nand3b	4
-- report_power, final --
group          total, mW  leakage (nW)  switching (mW)  internal, mW
clock network      0.192        0.0860           0.110        0.0819
registers          0.456         0.806          0.0663         0.390
logic              0.117         0.814          0.0510        0.0665
total              0.766          1.71           0.228         0.538
-- area by class of cell --
class                      instances  area share, %
clock buffer                       9           2.54
clock inverter                     7           1.21
tap                              102           2.62
multi-input combinational        265           36.7
timing repair buffer              45           9.09
inverter                          13           1.00
sequential                        78           46.8
-- metrics by stage --
stage	cell area [sq um]	hold WS, ns
finish	4870	0.400
global route	4870	0.426
CTS	4870	0.406
detailed placement	4690	0.386
global placement	4690	0.381
floorplan	4150	0.365
-- layer usage --
layer  routed length, microns  GRT usage, %  vias to the layer above
met5                        0             0                        -
met4                       72          1.79                        0
met3                      179          3.64                        6
met2                     3510          31.7                       22
met1                     3540          32.9                     1350
li1                         -             -                     1445
-- final timing paths --
kind                                 from                 endpoint  depth (start not counted)
setup / recovery           left_sensor[5]  timer[27]$_SDFFCE_PP0P_                          7
hold / removal         counter[0]$_DFF_P_       counter[0]$_DFF_P_                          1
setup reg to reg  timer[22]$_SDFFCE_PP1P_  timer[27]$_SDFFCE_PP0P_                          6
hold reg to reg        counter[0]$_DFF_P_       counter[0]$_DFF_P_                          1
Power and IR drop assume default switching activity.
