==> run.sh <==
#!/bin/bash
# OpenROAD 26Q1-2900-gdf79404cd8, Yosys 0.63+post, stock flow scripts
make -C /OpenROAD-flow-scripts/flow DESIGN_CONFIG=/design/flow/config.mk WORK_HOME=/design/flow/orfs finish
==> design.v <==
module run_execute(
	input clk,    
	input rst,
   input [11:0] left_sensor,
   input [11:0] center_sensor,
   input [11:0] right_sensor,
	input [9:0]distance,
	input start,
	output reg led,
	output reg [1:0]send_tx,
   output reg M1_A_1A_right,    
   output reg M1_A_1B,   		   
	output reg M2_A_1A_left,     
   output reg M2_A_1B,   		   
	output reg [7:0] nodecount,
	input [4:0] previous_state,
	input [4:0] next_state,
	input wire [4:0]node_state
);
	reg pwm_signal;
	reg [3:0]counter;
	wire [4:0]node;
	reg [32:0]timer;
	reg a;
	reg [1:0] state;
	reg [32:0] delay_counter;
	initial counter =0;
	initial state = 2'b00;
	reg [3:0]turn_dec;
	parameter move_st = 1;
	parameter turn_right = 2;
	parameter turn_left = 3;
	parameter move_back = 4;
	parameter delay = 5;
	parameter u_turn = 6;
	always@(posedge clk )
	begin
		pwm_signal <= (counter < 5'b1000) ? 1 : 0; 
		counter <= counter+1;
	end
always@(posedge clk)
begin
 case(turn_dec)
	move_st:
		begin
			if(left_sensor < 500 && right_sensor < 500)begin
				M1_A_1A_right <= pwm_signal;   
				M1_A_1B <= 0;   					 
				M2_A_1A_left <= pwm_signal;    
				M2_A_1B <= 0;  					 
			end
			if(left_sensor > 500 && right_sensor < 500)begin
					M1_A_1A_right <= pwm_signal;   
					M1_A_1B <= 0;   					 
					M2_A_1A_left <= 0;    
					M2_A_1B <= pwm_signal;  					 
			end
			if(left_sensor < 500 && right_sensor > 500)begin
				M1_A_1A_right <= 0;   
				M1_A_1B <= pwm_signal;   					 
				M2_A_1A_left <= pwm_signal;    
				M2_A_1B <= 0;  					 
			end
		end
	turn_right:
		begin
			if(left_sensor > 500 && center_sensor>500 &&right_sensor > 500)begin
				M1_A_1A_right <= 0;   
				M1_A_1B <= pwm_signal;   					 
				M2_A_1A_left <= pwm_signal;    
				M2_A_1B <= 0;  					 
			end
			if(left_sensor < 500 && right_sensor < 500)begin
				M1_A_1A_right <= pwm_signal;   
				M1_A_1B <= 0;   					 
				M2_A_1A_left <= pwm_signal;    
				M2_A_1B <= 0;  					 
			end
			if(left_sensor > 500 && right_sensor < 500)begin
				M1_A_1A_right <= pwm_signal;   
				M1_A_1B <= 0;   					 
				M2_A_1A_left <= 0;    
				M2_A_1B <= pwm_signal;  					 
			end
			if(left_sensor < 500 && right_sensor > 500)begin
				M1_A_1A_right <= 0;   
				M1_A_1B <= pwm_signal;   					 
				M2_A_1A_left <= pwm_signal;    
				M2_A_1B <= 0;  					 
			end
		end
	turn_left:
		begin
			if(left_sensor > 500 &&center_sensor>500 &&  right_sensor > 500)begin
				M1_A_1A_right <= pwm_signal;   
				M1_A_1B <= 0;   					 
				M2_A_1A_left <= 0;    
				M2_A_1B <= pwm_signal;  					 
			end
			if(left_sensor < 500 && right_sensor < 500)begin
				M1_A_1A_right <= pwm_signal;   
				M1_A_1B <= 0;   					
				M2_A_1A_left <= pwm_signal;   
				M2_A_1B <= 0;  					
			end
			if(left_sensor > 500 && right_sensor < 500)begin
				M1_A_1A_right <= pwm_signal;   
				M1_A_1B <= 0;   					 
				M2_A_1A_left <= 0;    
				M2_A_1B <= pwm_signal;  					 
			end
			if(left_sensor < 500 && right_sensor > 500)begin
				M1_A_1A_right <= 0;   
				M1_A_1B <= pwm_signal;   					 
				M2_A_1A_left <= pwm_signal;    
				M2_A_1B <= 0;  					 
			end
		end
	move_back:
		begin
			if(left_sensor > 500 && right_sensor > 500)begin
				M1_A_1A_right <= 0;  
				M1_A_1B <= pwm_signal;   					 
				M2_A_1A_left <= 0;    
				M2_A_1B <= pwm_signal;  					 
			end
		end
	delay:
		begin
			M1_A_1A_right <= 0;  
			M1_A_1B <= 0;   				
			M2_A_1A_left <= 0;    
			M2_A_1B <= 0;  				
		end
 endcase
end
always@(posedge clk)
	begin
	if(start == 1)
		state = 0;
	case(node_state)
		0:if(next_state == 1 )
			begin
				turn_dec = move_st;
			end
		1:begin
			if(previous_state == 0 && next_state == 29)
				turn_dec = turn_right;
			if(previous_state == 0 && next_state == 2)
				turn_dec = turn_right;
			end
		29:begin
			if(previous_state == 1 && next_state == 20)
				turn_dec = turn_left;
			if(previous_state == 1 && next_state == 28)
				turn_dec = turn_right;
		end
		20:begin
			if(previous_state == 29 && next_state == 24)
				turn_dec = turn_right;
			if(previous_state == 29 && next_state == 21)
				turn_dec = turn_left;
			if(previous_state == 24 && next_state == 21)
				turn_dec = move_st;
			if(previous_state == 24 && next_state == 29)
				turn_dec = turn_left;
		end
		24:begin
			if(previous_state == 20 && next_state == 25)
				turn_dec = turn_right;
			if(previous_state == 25 && next_state == 20)
				turn_dec = turn_left;
		end
		25:begin
			if(previous_state == 24 && next_state == 26)
				turn_dec = move_st;
			if(previous_state == 26 && next_state == 24)
				turn_dec = move_st;
		end
		26:begin
			if(previous_state == 25 && next_state == 27)
				turn_dec = turn_right;
			if(previous_state == 25 && next_state == 28)
				turn_dec = move_st;
			if(previous_state == 28 && next_state == 27)
				turn_dec = turn_left;
			if(previous_state == 28 && next_state == 25)
				turn_dec = move_st;
			if(previous_state == 27 && next_state == 28)
				turn_dec = turn_right;
			if(previous_state == 27 && next_state == 25)
				turn_dec = turn_left;
		end
		27:
			if(previous_state == 26 && next_state == 26)
				turn_dec = u_turn;
		28:begin
			if(previous_state == 26 && next_state == 29)
				turn_dec = turn_right;
			if(previous_state == 29 && next_state == 26)
				turn_dec = turn_left;
			end
		21:begin
			if(previous_state == 20 && next_state == 22)
				turn_dec = turn_left;
			if(previous_state == 20 && next_state == 23)
				turn_dec = turn_right;
			if(previous_state == 23 && next_state == 20)
				turn_dec = turn_left;
			if(previous_state == 22 && next_state == 20)
				turn_dec = turn_right;
		end
	endcase		
end
always@(posedge clk) begin
		if(left_sensor > 500 && right_sensor > 500 && center_sensor > 500 && timer == 0)
		begin
			nodecount <= nodecount + 1;
			led = led + 1;
			timer <= 6_250_000;
		end
		if(timer > 0) 
			timer <= timer - 1;
end
assign node = nodecount;
initial send_tx = 0;
always@(posedge clk)
	begin
		if(distance <= 9)
				send_tx = 1;
		else if(distance <=5)
			send_tx = 2;
		else 
			send_tx = 0;
	end
endmodule
==> constraint.sdc <==
current_design run_execute

set clk_period 14.9
set clk_io_pct 0.2

create_clock -name clk0 -period $clk_period [get_ports {clk}]

set non_clock_inputs [all_inputs -no_clocks]
set_input_delay [expr $clk_period * $clk_io_pct] -clock clk0 $non_clock_inputs
set_output_delay [expr $clk_period * $clk_io_pct] -clock clk0 [all_outputs]
==> config.mk <==
export PLATFORM = sky130hd
export DESIGN_NAME = run_execute
export DESIGN_NICKNAME = run_execute
export VERILOG_FILES = /design/flow/design.v
export SDC_FILE = /design/flow/constraint.sdc
export NUM_CORES = 4
export LEC_CHECK = 1
export CORE_UTILIZATION = 50
==> flow_summary.rst <==
Implementation results
======================

.. list-table::
   :header-rows: 1

   * - Metric
     - Value
   * - Run status
     - complete, no violations
   * - Number of H-tree levels
     - 2
   * - Endpoints failing setup
     - 0
   * - Maximum number of pins on one net before global-route repair
     - 22
   * - Vias post-DR
     - roughly 3100
   * - Overall power consumption
     - 0.000377 W
   * - Element type at the critical path start
     - input pin
   * - Yosys top cell by instances
     - edfxtp_1
   * - Least-Margin Pin Slew
     - a little under 0.8 ns
   * - Vias in the first global route
     - just under 3000
   * - Minimum period implied by the final worst setup slack
     - roughly 5.4 ns
   * - Layout cell share with drive strength beyond 1
     - 5.87%
   * - Area growth syn-to-layout
     - 25.0%
   * - Number of buffers added to fix hold violations after cts
     - 0
   * - Fraction of met3 tracks used by global routing
     - under 10%
   * - Flip-flops with a built-in enable
     - between 40 and 50
   * - Clock buffers created by TritonCTS
     - 5
   * - Aggregate negative setup slack
     - 0 ns
   * - Antenna viol nets, final
     - 0
   * - Category of the most critical setup path
     - in2reg
   * - Dpl hpwl
     - 5.91 mm
   * - Most used flip-flop cell
     - edfxtp_1
   * - Summed area of non-filler cells in the final layout
     - between 4000 and 5000 µm²
   * - Post-route DRC violation count
     - 0
   * - Tally of OpenROAD warnings
     - 30
   * - Setup slack after layout
     - around 9.5 ns
   * - Worst-case register-to-register setup slack
     - 11.60 ns
   * - Max Slew Vio Count
     - 0
   * - Drt first pass iters
     - 4
   * - Clk sink count
     - approximately 56
   * - PwrDens
     - a little over 80 nW/µm²
   * - Number of diodes
     - 0
   * - Hold/Removal Path Class
     - reg2reg
   * - Worst Hold End
     - counter[0]
   * - R2R Path Start
     - timer[8]
   * - Mapped Avg Cell Area
     - around 9.4 µm²
   * - Cell area after synthesis
     - 3660 µm²
   * - Initial detailed-routing violation count
     - around 100
   * - Category of the worst setup path capture point
     - flip-flop
   * - Worst Reg-to-Reg Cells
     - 5
   * - Placed cell count
     - approximately 550
   * - Wire length per cell
     - roughly 14 µm
   * - Unique masters post-synth
     - roughly 67
   * - Initial antenna violation count
     - 0
   * - Core footprint
     - between 6000 and 7000 µm²
   * - Initial core utilization
     - a little over half
   * - Number of warnings issued by yosys
     - 1
   * - Number of top-level pins
     - 79
   * - Max VDD drop
     - 0.0391 mV
   * - Count of placed standard cells in the final layout, fillers left out
     - roughly 560
   * - Critical path required time
     - between 15 and 20 ns
   * - Cells in synth_stat.txt
     - slightly below 400
   * - Yosys stat chip area
     - between 3000 and 4000 µm²
   * - Ranking of synthesized cells by instance count
     - edfxtp_1, nor2_1, nand2_1
   * - Horizontal die dimension
     - roughly 88 µm
   * - Vertical die dimension
     - a little under 90 µm
   * - Area of the die
     - approximately 7700 µm²
   * - Number of gates resized after cts
     - 0
   * - Arrival time at the worst endpoint
     - approximately 5.6 ns
   * - Beginning of the worst hold path
     - counter[0]
   * - Final count of hold timing violations
     - 0
   * - Post CTS Setup Buffer Count
     - 0
   * - Global-route wire length before repair
     - between 10 and 15 mm
   * - Share of flip-flops with an asynchronous set or reset after synthesis
     - 0%
   * - Number of I/O port buffers
     - between 70 and 80
   * - Biggest area consumer among synthesized cells
     - edfxtp_1
   * - Share of the yosys chip area belonging to registers
     - approximately 43%
   * - Terminus of the critical flop-to-flop path
     - nodecount[4]
   * - Achievable Freq
     - 185 MHz
   * - DP Area
     - 4480 µm²
   * - Clock input transition at the sequential cells of the worst setup and hold paths
     - 0.10 ns
   * - Rel. slew slack
     - between 40% and 50%
   * - Maximum clock insertion buffer count
     - 2
   * - Biggest area cells
     - edfxtp_1, xnor2_1, dfxtp_1
   * - Late-Pin Clk Latency
     - 0.31 ns
   * - Number of standard-cell rows in the floorplan
     - 30
   * - Worst Path Max Fanout
     - 19
   * - GRT Overall Usage
     - around 22%
   * - Leakage power of the design
     - about 1.5 nW
   * - Routability cong.
     - a little under 1
   * - Met2 demand-to-capacity share in global routing
     - between 30% and 40%
   * - Maximum clock skew at final layout
     - 0.00998 ns
   * - Hold Path Stages
     - 1
   * - Vias per cell
     - between 5 and 6
   * - Register bit total from synthesis
     - around 56
   * - CTS tree
     - yes
   * - Total grt overflow
     - 0
   * - Worst slack at placement
     - between 9 and 10 ns
   * - Max cap viols
     - 0
   * - Routing usage on met1
     - approximately a third
   * - Buffer type at the clock tree root
     - clkbuf_8
   * - Share of the synthesized area in the top cell type
     - a little under two fifths
   * - Layer with the highest usage after global routing
     - met2
   * - Synthesized instance count
     - approximately 390
   * - Setup repair after global routing missed its margin
     - no
   * - Post-route fraction of the period consumed by the critical path
     - between 30 and 40%
   * - Wire length reported by the detailed router
     - just under 8 mm
==> flip-flops by register name, indices dropped and copies added, names as in the netlist <==
register       cells
M2_A_1B            1
M1_A_1B            1
turn_dec           3
nodecount          8
counter            4
M2_A_1A_left       1
timer             33
pwm_signal         1
send_tx            2
led                1
M1_A_1A_right      1
==> cell families after synthesis <==
group / count (synthesis) / synth area share [%]
buffers and inverters: 20 / 2.56
XOR/XNOR: 33 / 7.89
adder cells (fa/ha/maj): 4 / 1.37
flip-flops: 56 / 43.2
other: 1 / 0.102
AND/OR/NAND/NOR: 211 / 33.2
AND-OR/OR-AND: 61 / 11.2
multiplexers: 2 / 0.580
==> power by group <==
group / total (W) / switching (W) / internal (W)
clock: 0.0000862 / 0.0000516 / 0.0000346
sequential: 0.000217 / 0.0000212 / 0.000196
combinational: 0.0000730 / 0.0000319 / 0.0000411
total: 0.000377 / 0.000105 / 0.000272
==> worst max-delay path by stage <==
stage | startpoint | to | cells past startpoint
6_report | next_state[3] | turn_dec[0] | 7
4_1_cts | next_state[3] | turn_dec[0] | 7
5_1_grt | next_state[3] | turn_dec[0] | 7
==> metrics by stage <==
step | utilization [%] | hold WS (ns)
floorplan | - | 0.365
global placement | 64.6 | 0.378
detailed placement | 64.6 | 0.379
CTS | 65.9 | 0.414
global route | 65.9 | 0.432
finish | 65.9 | 0.410
==> cell type report <==
cell class | instances | area, µm²
Timing Repair Buffer | 77 | 766
Fill cell | 553 | 2360
Inverter | 7 | 26.3
Multi-Input combinational cell | 312 | 1990
Tap cell | 96 | 120
Clock inverter | 3 | 27.5
Clock buffer | 5 | 68.8
Sequential cell | 56 | 1580
==> critical path, cell delays in order <==
cell,delay (ns)
clkdlybuf4s50_1,0.86
or3b_4,0.50
nor4_4,0.33
nor2_1,0.09
or4_1,0.46
o31ai_1,0.25
nand4_1,0.12
==> placed cells by master, fill, tap and decap left out, types with 3 or more instances in the layout <==
cell type         n
nor4_1           12
and3_1            8
clkbuf_8          5
nand4_1           5
nand2b_1         12
o32ai_1           3
nand3b_1          4
xor2_1            6
a21oi_1          11
edfxtp_1         46
nand4b_1          6
inv_1             7
o22ai_1           6
nor2_1           44
xnor2_1          27
and3b_1           3
nand3_1          20
o21ai_0          11
o21a_1            8
nor2b_1          10
and2_1            4
nor3_1           19
nand2_1          31
or3_1             6
or4_1             3
o211ai_1          4
dfxtp_1          10
ha_1              4
or2_2             4
clkdlybuf4s50_1  75
==> layer usage <==
layer	part of all wire [%]	wire length, µm	up-vias
li1	-	-	1585
met1	44	3470	1433
met2	47	3710	111
met3	6.3	495	15
met4	2.2	174	0
met5	0	0	-
No activity file was given, so power comes from the tool's default toggle rates.
